==> ./config.mk <==
export PLATFORM = sky130hd
export DESIGN_NAME = simplified_sha256
export DESIGN_NICKNAME = simplified_sha256
export VERILOG_FILES = /design/flow/design.v
export SDC_FILE = /design/flow/constraint.sdc
export NUM_CORES = 4
export LEC_CHECK = 1
export CORE_UTILIZATION = 30
export SYNTH_HDL_FRONTEND = slang
==> ./constraint.sdc <==
current_design simplified_sha256

set clk_period 27.9
set clk_io_pct 0.2

create_clock -name clk0 -period $clk_period [get_ports {clk}]

set non_clock_inputs [all_inputs -no_clocks]
set_input_delay [expr $clk_period * $clk_io_pct] -clock clk0 $non_clock_inputs
set_output_delay [expr $clk_period * $clk_io_pct] -clock clk0 [all_outputs]
==> ./design.v <==
module simplified_sha256(input logic clk, reset_n, start,
    input logic [15:0] message_addr, output_addr,
    output logic done, mem_clk, mem_we,
    output logic [15:0] mem_addr,
    output logic [31:0] mem_write_data,
    input logic [31:0] mem_read_data);
parameter INIT_SHA256 = 256'h6a09e667bb67ae853c6ef372a54ff53a510e527f9b05688c1f83d9ab5be0cd19;
parameter WORDS_TO_READ = 21;
enum logic [2:0] {IDLE,PROLOG,FIRST_SIXTEEN_SHA256,KERNEL_SHA256,POSTPROCESSING,WRITE,PREP_KERNEL_SHA256} state;
typedef enum logic {FALSE=1'b0,TRUE=1'b1} bool_t;
assign done = (state == IDLE);
reg [31:0] d_prev,b,c,d,m,f,g,h1;  
reg [31:0] h[8];  
reg [0:15] [31:0] w;  
reg [5:0] t;  
reg [31:0] rw;  
bool_t padding;  
logic        cur_we;
logic [15:0] cur_addr;
logic [31:0] cur_write_data;
assign mem_clk = clk;
assign mem_we = cur_we;
assign mem_addr = cur_addr + rw;
assign mem_write_data = cur_write_data;
wire [31:0] size_bits = 32'd640;
wire [31:0] delimiter = 32'h80000000;
parameter int sha256_k1[0:15] = '{
      32'h428a2f98, 32'h71374491, 32'hb5c0fbcf, 32'he9b5dba5, 32'h3956c25b, 32'h59f111f1, 32'h923f82a4, 32'hab1c5ed5,
      32'hd807aa98, 32'h12835b01, 32'h243185be, 32'h550c7dc3, 32'h72be5d74, 32'h80deb1fe, 32'h9bdc06a7, 32'hc19bf174
};
parameter int sha256_k2[16:63] = '{
      32'he49b69c1, 32'hefbe4786, 32'h0fc19dc6, 32'h240ca1cc, 32'h2de92c6f, 32'h4a7484aa, 32'h5cb0a9dc, 32'h76f988da,
      32'h983e5152, 32'ha831c66d, 32'hb00327c8, 32'hbf597fc7, 32'hc6e00bf3, 32'hd5a79147, 32'h06ca6351, 32'h14292967,
      32'h27b70a85, 32'h2e1b2138, 32'h4d2c6dfc, 32'h53380d13, 32'h650a7354, 32'h766a0abb, 32'h81c2c92e, 32'h92722c85,
      32'ha2bfe8a1, 32'ha81a664b, 32'hc24b8b70, 32'hc76c51a3, 32'hd192e819, 32'hd6990624, 32'hf40e3585, 32'h106aa070,
      32'h19a4c116, 32'h1e376c08, 32'h2748774c, 32'h34b0bcb5, 32'h391c0cb3, 32'h4ed8aa4a, 32'h5b9cca4f, 32'h682e6ff3,
      32'h748f82ee, 32'h78a5636f, 32'h84c87814, 32'h8cc70208, 32'h90befffa, 32'ha4506ceb, 32'hbef9a3f7, 32'hc67178f2
};
function [31:0] rightrotate(input logic [31:0] in1,
                            input logic [31:0] r);
   rightrotate = (in1 >> r) | (in1 << (32-r));
endfunction
function logic [223:0] sha256_op(input logic [31:0] d_prev, b, c, d, f, g, h_compute, m);
begin
	logic [31:0] b_next,f_next;
    b_next = ((rightrotate(f,6)) ^ (rightrotate(f,11)) ^ (rightrotate(f,25))) + ((f & g) | ((~f) & h_compute)) + ((rightrotate(b,2))
               ^ (rightrotate(b,13)) ^ (rightrotate(b,22))) + ((b & c) | (b & d) | (c & d)) + m;
    f_next = ((rightrotate(f,6)) ^ (rightrotate(f,11)) ^ (rightrotate(f,25))) + d_prev + ((f & g) | ((~f) & h_compute)) + m;
    sha256_op = {d,b_next,b,c,f_next,f,g};
end
endfunction
function [31:0] next_word();
    next_word = w[0] + (rightrotate(w[1], 7) ^ rightrotate(w[1], 18) ^ (w[1]  >>  3)) + w[9] + (rightrotate(w[14], 17) ^ rightrotate(w[14], 19) ^ (w[14] >> 10));
endfunction
always_ff @(posedge clk, negedge reset_n)
begin
    if (!reset_n) begin
        state <= IDLE;
        cur_we <= 1'b0;
        padding <= FALSE;
    end else case(state)
    IDLE:
        if (start) begin
            rw <= 0;
            {h[0], h[1], h[2], h[3], h[4], h[5], h[6], h[7]} <= INIT_SHA256;
            cur_addr <= message_addr;
            cur_we <= 1'b0;
            cur_write_data <= 0;
            state <= PROLOG;
        end
    PROLOG:
    begin
        cur_we <= 1'b0;
        cur_addr <= message_addr;
        rw <= rw + 1;
        t <= 0;
        b <= h[0];
        c <= h[1];
        d <= h[2];
        d_prev <= h[3];
        f <= h[4];
        g <= h[5];
        h1 <= h[7];
        state <= FIRST_SIXTEEN_SHA256;
    end
    FIRST_SIXTEEN_SHA256:
    begin
        t <= t + 1;
        if(t==0) begin
            h1 <= h[6];  
        end else begin
            {d_prev,b,c,d,f,g,h1} <= sha256_op(d_prev,b,c,d,f,g,h1,m);
        end
        if (padding) begin
            if (rw==32) begin  
                w[t] <= size_bits;
                m <= sha256_k1[t] + size_bits + h1;
            end else begin  
                w[t] <= 32'd0;
                m <= sha256_k1[t] + 32'd0 + h1;
            end
        end else begin
            if (rw == WORDS_TO_READ) begin  
                w[t] <= delimiter;
                m <= sha256_k1[t] + delimiter + h1;
                padding <= TRUE;
            end else begin  
                w[t] <= mem_read_data;
                m <= sha256_k1[t] + mem_read_data + h1;
            end
        end
        if ((rw==16)||(rw==32)) begin
            state <= PREP_KERNEL_SHA256;
        end else begin
            cur_we <= 1'b0;
            cur_addr <= message_addr;
            rw<=rw + 1;
            state <= FIRST_SIXTEEN_SHA256;
        end
    end
    PREP_KERNEL_SHA256:
    begin
        for (int n = 0; n < 15; n++) w[n] <= w[n+1];
        w[15] <= next_word();
        state <= KERNEL_SHA256;
    end
    KERNEL_SHA256:
    begin
        m <=  sha256_k2[t] + h1 + w[15];
        for (int n = 0; n < 15; n++) w[n] <= w[n+1];
        w[15] <= next_word();
        {d_prev,b,c,d,f,g,h1} <= sha256_op(d_prev,b,c,d,f,g,h1,m);
        if (t==0) begin  
            h[1] <= b + h[1];  
            h[5] <= f + h[5];  
            h[2] <= c + h[2];
            h[3] <= d + h[3];
            h[6] <= g + h[6];
            h[7] <= h1 + h[7];
            state <= POSTPROCESSING;
        end else begin
            state <= KERNEL_SHA256;
            t <= t + 1;
        end
    end
    POSTPROCESSING:
    begin
        h[0] <= b + h[0];  
        h[4] <= f + h[4];  
        if (rw == 32) begin  
            state <= WRITE;
            cur_we <= 1'b1;
            rw <= 0;
            cur_addr <= output_addr;
            cur_write_data <= (b + h[0]);
            t <= t + 1;
        end else begin
            state <=PROLOG;
        end
    end
    WRITE:
    begin
        case(t)
        0: begin
            cur_write_data <= h[0];
        end
        1: begin
            cur_write_data <= h[1];
        end
        2: begin
            cur_write_data <= h[2];
        end
        3: begin
            cur_write_data <= h[3];
        end
        4: begin
            cur_write_data <= h[4];
        end
        5: begin
            cur_write_data <= h[5];
        end
        6: begin
            cur_write_data <= h[6];
        end
        7: begin
            cur_write_data <= h[7];
        end
        endcase
        if (rw==8)
            state <= IDLE;
        else begin
            t <= t + 1;
            cur_we <= 1'b1;
            cur_addr <= output_addr;
            rw <= rw + 1;
        end
    end
    endcase
    end
endmodule
==> ./run.sh <==
#!/bin/bash
# OpenROAD 26Q1-2900-gdf79404cd8, Yosys 0.63+post, stock flow scripts
make -C /OpenROAD-flow-scripts/flow DESIGN_CONFIG=/design/flow/config.mk WORK_HOME=/design/flow/orfs finish
==> results.txt <==
Observations from the implementation run.

Timing:
- Setup repair after global routing left no endpoint under its margin.
- The run gives the final hold violation count as 0.
- The run puts the final setup TNS at 0 ns.
- The run puts the measured slew at the worst slew-check pin at 1.05 ns.
- After layout, the setup clock skew is reported as 0.0878 ns.
- The run puts the headroom to the max-slew limit at 29.2%.
- The run gives the final number of setup-violating endpoints as 0.
- Per the final report, max-transition violations number 0.
- Hold timing on the final database bottoms out at a slack of 0.550 ns.

Detailed routing:
- Using the TritonRoute via totals, the vias-per-cell ratio works out to 5.45.
- The run puts the via count of the routed design at 72.8k.
- The run gives the post-detailed-route DRC marker count as 0.
- The final layout contains routed wiring with a total length of 320000 um.
- The run puts the number of antenna-violating nets in the routed design at 0.
- The run puts the number of iterations in the first detailed-routing pass at 9.
- In the final routed layout, each cell accounts on average for 24.0 um.
- The run gives the number of DRC violations after detailed-routing iteration 0 as 6863.

Clocking:
- The run puts the post-cts hold buffer count at 0.
- The run puts the count of instances resized after the clock tree is built at 0.
- The run gives the post-CTS setup-driven buffer insertion count as 0.
- The run gives the clock tree from TritonCTS as done.
- The run puts the clock transition at the registers of the reported paths at 0.06 ns.
- The skew report gives the latency at the later pin of the worst-skew pair as 0.96 ns.

Logic synthesis:
- The run puts the unique cell type count in the Yosys netlist at 102.
- The run gives the dominant cell type by area after synthesis as sky130_fd_sc_hd__edfxtp_1.
- The run puts the share of the synthesized area in the top cell type at 37.9%.
- The run puts the sequential area share after synthesis at 38.1%.
- The run puts the number of cells in the yosys synthesis report at 9517.
- The run gives the fraction of synthesis flops using an asynchronous set or reset pin as 0.804%.
- For this run the top cell type by instance count after synthesis was sky130_fd_sc_hd__nor2_1.
- Ranked by total cell area, the synthesized netlist is headed by sky130_fd_sc_hd__edfxtp_1 38%, sky130_fd_sc_hd__fa_1 7.3%, sky130_fd_sc_hd__ha_1 7.2%.
- The run puts the area of the synthesized netlist per yosys stat at 88000 um2.
- The synthesis log from Yosys contains 0 warnings.
- The run gives the synthesized netlist cell count as 9517.
- The post-synth count of flops with an enable pin is 1110.
- The run gives the mean cell area of the mapped netlist as 9.25 um2.
- The run gives the dominant synthesized flop cell as sky130_fd_sc_hd__edfxtp_1.
- The run gives the mapped cell area as 88000 um2.
- The commonest cells after synthesis are 1338 x sky130_fd_sc_hd__nor2_1, 1110 x sky130_fd_sc_hd__edfxtp_1, 969 x sky130_fd_sc_hd__nand2_1, 657 x sky130_fd_sc_hd__inv_1, 625 x sky130_fd_sc_hd__a21oi_1.
- The run puts the number of storage elements in the synthesis netlist at 1119.

Global route:
- The run gives the fraction of met1 tracks used by global routing as 31.0%.
- The run gives the most congested layer reported by global routing as met2.
- Global routing used 31.7% of the available met2 tracks.
- The global routing report lists combined usage of all routing layers as 22.4%.
- The run gives the largest net degree at the start of global routing as 148.
- The run gives the initial antenna violation count as 3.
- The run puts the met3 global-route usage at 9.66%.
- The run gives the total congestion overflow after global routing as 0.
- The run gives the number of global-route vias before repair as 70.0k.
- The run gives the wire length of the first global-routing pass as 470000 um.

Placement:
- After detailed placement, the total cell area comes to 93700 um2.
- Detailed placement finished with a half-perimeter wire length of 237000 um.
- The run puts the final weighted congestion in routability-driven placement at 1.04.
- The run puts the port buffer count at 117.

Final layout:
- For the completed layout, the total cell area is recorded as 98000 um2.
- Registers take 33600 um2.
- The run puts the fill cell instance count of the final layout at 29.7k.
- The run gives the share of cells above drive strength 1 as 5.95%.
- The run gives the logic area as 49900 um2.
- The run gives the area added between synthesis and finish as 11.3%.

Min path:
- The tightest min-delay check is of the flop to flop type.

Floorplan:
- In this run the full chip footprint comes out at 296000 um2.
- The run puts the height of the die at 544 um.
- The run puts the area of the core at 291000 um2.
- The run gives the number of primary I/O pins as 118.
- The run gives the width of the chip as 544 um.
- The run gives the number of rows in the core area as 198.
- The run puts the initial cell density of the core at 30.2%.

Worst setup path:
- The worst setup path is launched from a clock port.
- STA puts the critical path data arrival time at 14.59 ns.
- The run puts the worst stage delay on the critical path at 0.39 ns.
- Looking at the critical path, the highest net fanout was 2.
- The run gives the kind of cell adding the most delay to the critical path as buffers and inverters.
- Traced cell by cell, the critical path runs through clkbuf_16, clkbuf_16, clkdlybuf4s50_1.
- The timing report notes that buffer and inverter cells on the critical path total 3.
- For this design, the slowest cell found on the critical path is sky130_fd_sc_hd__clkdlybuf4s50_1.
- Counting stages on the worst path, the most repeated cell is sky130_fd_sc_hd__clkbuf_16.
- In the setup report, the worst path falls into the class clock port to primary output.
- STA classifies the critical path endpoint as a primary output.
- The run puts the required time of the worst setup path at 22.32 ns.

Run status:
- The run finished with clean final reports.

Flow run:
- The report counts max-capacitance violations totalling 0.
- The run gives the number of warning messages in the logs as 93.
## through the flow
stage	util (%)	setup slack, ns	instances
6_report	33.6	7.73	13354
5_1_grt	33.6	7.70	13352
4_1_cts	33.6	7.72	13352
3_5_place_dp	32.2	8.00	13105
3_3_place_gp	32.2	8.00	13105
2_1_floorplan	-	5.87	9517
## flip-flops by register name, summed over array words and instances (netlist names), named ones only
signal and count:
mem_write_data 32, m 32, g 32, d_prev 32, h 256, padding 1, w 480, state 7
mem_we 1, b 32, d 32, c 32, rw 32, cur_addr 16, t 6, h1 32
f 32
## kinds of logic after synthesis
family	Yosys count	share of synthesized area [%]
buf+inv	1310	5.68
compound gates	2462	19.3
fa+ha+maj	854	14.8
xor+xnor	713	7.09
flops	1119	38.1
simple gates	3028	14.7
mux	31	0.384
## placed cells by master (no fill, tap or decap), types with 55 or more instances in the layout
cell type and count:
sky130_fd_sc_hd__nor2_1 1302, sky130_fd_sc_hd__edfxtp_1 1110, sky130_fd_sc_hd__nand2_1 967, sky130_fd_sc_hd__inv_1 656, sky130_fd_sc_hd__a21oi_1 606, sky130_fd_sc_hd__ha_1 504, sky130_fd_sc_hd__a221oi_1 454, sky130_fd_sc_hd__xnor2_1 425
sky130_fd_sc_hd__o21ai_0 358, sky130_fd_sc_hd__fa_1 320, sky130_fd_sc_hd__xor2_1 288, sky130_fd_sc_hd__buf_4 210, sky130_fd_sc_hd__a21o_1 205, sky130_fd_sc_hd__nand3_1 178, sky130_fd_sc_hd__clkbuf_16 151, sky130_fd_sc_hd__clkdlybuf4s50_1 117
sky130_fd_sc_hd__nor3_1 101, sky130_fd_sc_hd__nand2b_1 101, sky130_fd_sc_hd__a31oi_1 99, sky130_fd_sc_hd__o21a_1 90, sky130_fd_sc_hd__a22oi_1 72, sky130_fd_sc_hd__o21bai_1 71, sky130_fd_sc_hd__nor2b_1 68, sky130_fd_sc_hd__and3_1 63
sky130_fd_sc_hd__and2_1 55
## layer usage
layer | routed length, um | part of all wire [%]
met3 | 38900 | 12
met1 | 130000 | 40
met4 | 14400 | 4.5
met5 | 406 | 0.13
met2 | 137000 | 43
## cell type report
cell class / instances / share of cell area, %
Clock inverter: 57 / 0.370
Inverter: 662 / 2.54
Tap cell: 3900 / 4.98
Clock buffer: 191 / 4.01
Antenna cell: 2 / 0.00511
Sequential cell: 1119 / 34.2
Multi-Input combinational cell: 7088 / 50.9
Timing Repair Buffer: 335 / 2.98
## final timing paths
path,from,to,slack [ns],cells past startpoint
setup / recovery,clk,mem_clk,7.73,3
hold / removal,w[287],w[319],0.55,2
setup reg to reg,t[1],m[25],20.26,26
hold reg to reg,w[287],w[319],0.55,2
max in group asynchronous,reset_n,state[0],22.65,2
min in group asynchronous,reset_n,state[6],4.99,2
## worst register-to-register path: cells and delay by family (launching register included)
family / cells / cell delay (ns)
AND-OR/OR-AND: 12 / 3.66
buffers and inverters: 6 / 1.35
adder cells (fa/ha/maj): 4 / 1.24
AND/OR/NAND/NOR: 4 / 0.76
flip-flops: 1 / 0.31
