$ cat design.v
module two_blk_hash (input logic        clk, reset_n, two_blk_start,
                 output logic        two_blk_done,
                 input reg [31:0] nonce,
                 input  reg [0:7] [31:0] h_p1,  
                 input reg [0:2] [31:0] w_temp,
                 output reg [31:0] h_out  
);
reg [31:0] d_prev,b,c,d,m,f,g,h1;  
parameter INIT_H0 = 32'h6a09e667;
parameter INIT_H1 = 32'hbb67ae85;
parameter INIT_H2 = 32'h3c6ef372;
parameter INIT_H3 = 32'ha54ff53a;
parameter INIT_H4 = 32'h510e527f;
parameter INIT_H5 = 32'h9b05688c;
parameter INIT_H7 = 32'h5be0cd19;
parameter WORDS_TO_READ = 20;
parameter int sha256_k1[0:15] = '{
      32'h428a2f98, 32'h71374491, 32'hb5c0fbcf, 32'he9b5dba5, 32'h3956c25b, 32'h59f111f1, 32'h923f82a4, 32'hab1c5ed5,
      32'hd807aa98, 32'h12835b01, 32'h243185be, 32'h550c7dc3, 32'h72be5d74, 32'h80deb1fe, 32'h9bdc06a7, 32'hc19bf174
};
parameter int sha256_k2[16:63] = '{
      32'he49b69c1, 32'hefbe4786, 32'h0fc19dc6, 32'h240ca1cc, 32'h2de92c6f, 32'h4a7484aa, 32'h5cb0a9dc, 32'h76f988da,
      32'h983e5152, 32'ha831c66d, 32'hb00327c8, 32'hbf597fc7, 32'hc6e00bf3, 32'hd5a79147, 32'h06ca6351, 32'h14292967,
      32'h27b70a85, 32'h2e1b2138, 32'h4d2c6dfc, 32'h53380d13, 32'h650a7354, 32'h766a0abb, 32'h81c2c92e, 32'h92722c85,
      32'ha2bfe8a1, 32'ha81a664b, 32'hc24b8b70, 32'hc76c51a3, 32'hd192e819, 32'hd6990624, 32'hf40e3585, 32'h106aa070,
      32'h19a4c116, 32'h1e376c08, 32'h2748774c, 32'h34b0bcb5, 32'h391c0cb3, 32'h4ed8aa4a, 32'h5b9cca4f, 32'h682e6ff3,
      32'h748f82ee, 32'h78a5636f, 32'h84c87814, 32'h8cc70208, 32'h90befffa, 32'ha4506ceb, 32'hbef9a3f7, 32'hc67178f2
};
function [31:0] rightrotate(input logic [31:0] in1,
                            input logic [31:0] r);
   rightrotate = (in1 >> r) | (in1 << (32-r));
endfunction
function logic [223:0] sha256_op(input logic [31:0] d_prev, b, c, d, f, g, h_compute, m);
begin
	logic [31:0] b_next,f_next;
    b_next = ((rightrotate(f,6)) ^ (rightrotate(f,11)) ^ (rightrotate(f,25))) + ((f & g) | ((~f) & h_compute)) + ((rightrotate(b,2))
               ^ (rightrotate(b,13)) ^ (rightrotate(b,22))) + ((b & c) | (b & d) | (c & d)) + m;
    f_next = ((rightrotate(f,6)) ^ (rightrotate(f,11)) ^ (rightrotate(f,25))) + d_prev + ((f & g) | ((~f) & h_compute)) + m;
    sha256_op = {d,b_next,b,c,f_next,f,g};
end
endfunction
enum logic [2:0] {P2_PREP,P2_FIRST_SIXTEEN,P3_PREP,P3_FIRST_SIXTEEN,PREP_COMPUTE,COMPUTE,POST} substate;
typedef enum logic {FALSE=1'b0,TRUE=1'b1} bool_t;
bool_t padding;  
wire [31:0] INIT_H6 = 32'h1f83d9ab;
wire [31:0] size_bits = 32'd640;
wire [31:0] delimiter = 32'h80000000;
wire [31:0] size_phase3 = 32'd256;
reg [0:7] [31:0] h;
reg [0:15] [31:0] w;  
reg [5:0] t;  
assign two_blk_done = (substate == P2_PREP);
function [31:0] next_word();
    next_word = w[0] + (rightrotate(w[1], 7) ^ rightrotate(w[1], 18) ^ (w[1]  >>  3)) + w[9] + (rightrotate(w[14], 17) ^ rightrotate(w[14], 19) ^ (w[14] >> 10));
endfunction
always_ff @(posedge clk, negedge reset_n)
begin
    if (!reset_n) begin
        substate <= P2_PREP;
    end else case(substate)
    P2_PREP: begin
        if(two_blk_start) begin
            t <= 0;
            substate <= P2_FIRST_SIXTEEN;
            {b,c,d,d_prev,f,g,h1} <= {h_p1[0:5],h_p1[7]};
        end
    end
    P2_FIRST_SIXTEEN:
    begin
        t <= t + 1;
        if(t==0) begin
            h1 <= h_p1[6];  
        end else begin
            {d_prev,b,c,d,f,g,h1} <= sha256_op(d_prev,b,c,d,f,g,h1,m);
        end
        unique case(padding)
        TRUE: begin
            if (t==15) begin  
                w[t] <= size_bits;
                m <= sha256_k1[t] + h1 + size_bits;
            end else if(t==4) begin
                w[t] <= delimiter;
                m <= sha256_k1[t] + h1 + delimiter;
            end else begin  
                w[t] <= 32'd0;
                m <= sha256_k1[t] + 32'd0 + h1;
            end
        end
        default: begin
            if (t==3) begin  
                w[t] <= nonce;
                m <= sha256_k1[t] + h1 + nonce;
                padding <= TRUE;
            end else begin  
                w[t] <= w_temp[t];
                m <= sha256_k1[t] + h1 + w_temp[t];
            end
        end
        endcase
        if (t==15) begin
            substate <= PREP_COMPUTE;
        end else begin
            substate <= P2_FIRST_SIXTEEN;
        end
    end
    PREP_COMPUTE:
    begin
        for (int n = 0; n < 15; n++) w[n] <= w[n+1];
        w[15] <= next_word();
        substate <= COMPUTE;
    end
    COMPUTE:
    begin
        m <=  sha256_k2[t] + h1 + w[15];
        for (int n = 0; n < 15; n++) w[n] <= w[n+1];
        w[15] <= next_word();
        {d_prev,b,c,d,f,g,h1} <= sha256_op(d_prev,b,c,d,f,g,h1,m);
        unique case(padding)
        TRUE: begin
            if (t==0) begin  
                h[1] <= b + h_p1[1];  
                h[5] <= f + h_p1[5];  
                h[2] <= c + h_p1[2];
                h[3] <= d + h_p1[3];
                h[6] <= g + h_p1[6];
                h[7] <= h1 + h_p1[7];
                substate <= P3_PREP;
            end else begin
                substate <= COMPUTE;
                t <= t + 1;
            end
        end
        default: begin
            if (t==0) begin  
                substate <= POST;
            end else begin
                substate <= COMPUTE;
                t <= t + 1;
            end
        end
        endcase
    end
    P3_PREP:
    begin
        {b,c,d,d_prev,f,g,h1} <= {INIT_H0,INIT_H1,INIT_H2,INIT_H3,INIT_H4,INIT_H5,INIT_H7};
        padding <= FALSE;
        h[0] <= b + h_p1[0];
        h[4] <= f + h_p1[4];
        substate <= P3_FIRST_SIXTEEN;
    end
    P3_FIRST_SIXTEEN:
    begin
        t <= t + 1;
        if(t==0) begin
            h1 <= INIT_H6;
        end else begin
            {d_prev,b,c,d,f,g,h1} <= sha256_op(d_prev,b,c,d,f,g,h1,m);
        end
        unique casez(t)
        15: begin
            w[t] <= size_phase3;
            m <= size_phase3 + sha256_k1[t] + h1;
        end
        8: begin
            w[t] <= delimiter;
            m <= delimiter + sha256_k1[t] + h1;
        end
        6'b000???: begin
            w[t] <= h[t];
            m <= h[t] + sha256_k1[t] + h1;
        end
        default:begin
            w[t] <= 32'd0;
            m <= sha256_k1[t] + 32'd0 + h1;
        end
        endcase
        if (t==15) begin
            substate <= PREP_COMPUTE;
        end else begin
            substate <= P3_FIRST_SIXTEEN;
        end
    end
    POST: begin
        h_out <= b + INIT_H0;
        substate <= P2_PREP;
    end
    endcase  
end
endmodule
$ cat run.sh
#!/bin/bash
# OpenROAD 26Q1-2900-gdf79404cd8, Yosys 0.63+post, stock flow scripts
make -C /OpenROAD-flow-scripts/flow DESIGN_CONFIG=/design/flow/config.mk WORK_HOME=/design/flow/orfs finish
$ cat config.mk
export PLATFORM = sky130hd
export DESIGN_NAME = two_blk_hash
export DESIGN_NICKNAME = two_blk_hash
export VERILOG_FILES = /design/flow/design.v
export SDC_FILE = /design/flow/constraint.sdc
export NUM_CORES = 4
export LEC_CHECK = 1
export CORE_UTILIZATION = 50
export SYNTH_HDL_FRONTEND = slang
$ cat constraint.sdc
current_design two_blk_hash

set clk_period 49.1
set clk_io_pct 0.2

create_clock -name clk0 -period $clk_period [get_ports {clk}]

set non_clock_inputs [all_inputs -no_clocks]
set_input_delay [expr $clk_period * $clk_io_pct] -clock clk0 $non_clock_inputs
set_output_delay [expr $clk_period * $clk_io_pct] -clock clk0 [all_outputs]
==> results_slide.txt <==
Run Summary

Status
  • Status: finished clean

Global routing
  • Global-route wire length before repair: slightly below 600000 um
  • Met3 GRT Util: between 20% and 30%
  • Layer with the highest usage: met2
  • Met2 Track Usage GR: 65.35%
  • Maximum number of pins on one net before global-route repair: about 110
  • Overflow after GRT: 0
  • GRT Total Usage: 48.47%
  • Global-route met1 utilization: 61.05%
  • Via count of the first global-routing pass: 78850
  • Antenna violations before repair: 29

Clock tree
  • Quantity of gates resized following cts: 0
  • Maximum buffer depth of the clock tree: 3
  • Clock buffers created by TritonCTS: 135
  • Clock tree from TritonCTS: yes
  • Buffer type at the clock tree root: sky130_fd_sc_hd__clkbuf_16
  • Clock latency on the worst-skew pair: 0.84 ns
  • Hold bufs inserted after CTS: 0
  • Post-CTS setup repair buffer count: 0
  • Reg clk slew, reported paths: 0.06 ns
  • CTS H-tree lvls: 4
  • Sinks on the clock net: 1070

Timing
  • Worst-margin pin slew: approximately 1.1 ns
  • Worst slew slack as a fraction of its limit: a little under a quarter
  • Count of final setup violators: 0
  • Count of pins over their slew limit: 0
  • Final worst-path cycle share: between 30% and 40%
  • RSZ-0062 raised after global routing: no
  • Post-route clock skew: 0.06091 ns
  • F_max: between 60 and 70 MHz
  • Worst setup margin: 34.30 ns
  • Post-layout minimum cycle time: 14.80 ns
  • Total negative setup slack: 0 ns
  • Final Hold Violation Tally: 0

Cells and area
  • Finished Cell Area: 0.1027 sq mm
  • Growth of design area from synthesis to finish: 13.39%
  • Share of post-route cells with drive strength above 1: 7.191%
  • Layout fillers: 15200
  • Non-filler cells, final: approximately 13000

Yosys
  • Adder-cell share of the synthesized area: around 15%
  • Top post-synthesis cells by count: 1063 x sky130_fd_sc_hd__edfxtp_1, 1057 x sky130_fd_sc_hd__nand2_1, 864 x sky130_fd_sc_hd__inv_1, 822 x sky130_fd_sc_hd__a21oi_1, 759 x sky130_fd_sc_hd__o21ai_0
  • Xor and xnor area share after synthesis: 7.124%
  • Yosys aoi share: between 20% and 30%
  • Async SR Flop Fraction: 0.6542%
  • Register area share after synthesis: 35.45%
  • And+or+nand+nor area frac: 11.78%
  • Mux share of post-synthesis cell area: around 2.5%
  • Cell accounting for the most synthesized area: sky130_fd_sc_hd__edfxtp_1
  • Chip area in the Yosys report: 0.09055 sq mm
  • Flops after synth: between 1000 and 1500
  • Total cells reported by yosys after synthesis: a little under 10000
  • Distinct lib cells used: about 100
  • Mapped cell area: 0.09055 sq mm
  • Largest cells by area after synthesis: sky130_fd_sc_hd__edfxtp_1 35%, sky130_fd_sc_hd__ha_1 7.2%, sky130_fd_sc_hd__fa_1 7.1%
  • Flip-flops with a built-in enable: about 1100
  • Average cell area after synthesis: about 9.2 sq um
  • Yosys warning tally: 0
  • Area share, top type: 35.25%
  • Most frequent cell after synthesis: sky130_fd_sc_hd__edfxtp_1
  • Post-synthesis cell count: 9833
  • Prevailing logic family in the synthesized netlist: AND-OR/OR-AND gates
  • Top flip-flop cell by instance count after synthesis: sky130_fd_sc_hd__edfxtp_1

Die
  • Initial Utilization: 50.53%
  • Die span in y: 427.6 um
  • Standard cell core area: 0.1792 sq mm
  • Row count: 155
  • X dimension of the die: 427.6 um
  • Die Area: 0.1828 sq mm
  • Number of primary I/O pins: 420

Hold path
  • Hold path startpoint: substate[3]$_DFF_PN0_
  • Capture endpoint of the worst hold path: substate[0]$_DFF_PN1_
  • Worst hold stages: 1
  • Classification of the worst-slack hold path: flop to flop

Worst setup path
  • Max incr delay on CP: just over 0.8 ns
  • Register-to-register setup slack: 40.07 ns
  • Largest fanout on the critical path: 5
  • Launch point of the worst reg-to-reg path: t[0]$_SDFFCE_PP0P_
  • Cells along the critical path: clkdlybuf4s50_1 > o21ai_0 > inv_1 > ha_1 > a2111oi_0 > o21ai_0 > a31oi_1 > o21ai_0 > a31oi_1 > o21ai_0 > a41oi_1 > a31oi_1 > nand4_1 > mux2i_1 > o21ai_0 > nand3_1
  • Worst setup path class: primary input to flop
  • Endpoint type of the worst setup path: flop
  • CP Data Arrival Time: around 15 ns
  • Required time worst endpoint: a little under 50 ns
  • Number of cells on the worst reg-to-reg path: 24
  • Endpoint of the worst register-to-register path: m[28]$_DFFE_PP_
  • Startpoint Class: primary input
  • Slowest cell on the critical path: sky130_fd_sc_hd__a31oi_1
  • Cell with the most instances on the worst path: sky130_fd_sc_hd__o21ai_0

Place
  • Worst slack at placement: approximately 34 ns
  • GPL Wtd Cong: 1.104
  • Number of buffer cells added on primary ports: 419
  • Post-placement cell count: between 10000 and 15000
  • Detailed-placement wirelength estimate: around 320000 um
  • Instance area at placement: 0.09824 sq mm

Routing
  • Starting DRC count in detailed routing: 9574
  • TritonRoute pass-1 iters: 10
  • Number of DRC violations after detailed routing: 0
  • Via count: ~83000
  • Total wirelength of the detailed-routed design: 418800 um
  • Routed Antenna Nets: 0
  • Vias per Instance: 6.610
  • Routed wirelength normalized by instance count: 33.37 um

Power
  • Power density over cell area: 21.31 mW/mm^2
  • Worst vdd rail ir drop: 0.02948 mV
  • Leakage power of the design: 0.03979 uW

Flow run
  • Tool Warnings: 81
  • Max-cap violations: 0
[kinds of logic (layout without fill, tap and decap cells)]
kind of cell | after synthesis | in the layout
other | 0 | 15
buffers and inverters | 1510 | 1857
AND-OR/OR-AND | 3087 | 3087
flip-flops | 1070 | 1070
multiplexers | 148 | 148
AND/OR/NAND/NOR | 2420 | 2420
adder cells (fa/ha/maj) | 867 | 867
XOR/XNOR | 731 | 731
[report_power, final]
part	switching, uW	internal, uW	leakage [uW]	total [uW]
sequential	0	999	0.00797	999
combinational	99.2	75.6	0.0297	175
clock	451	562	0.00211	1010
[layout make-up]
class	instances	area, sq um	area share (%)
inverter	869	3269	3.184
tap	2355	2947	2.870
antenna	15	37.54	0.03656
timing repair buffer	744	6659	6.486
multi-input combinational	7253	53260	51.88
sequential	1070	32100	31.27
clock buffer	164	3518	3.427
clock inverter	80	877.1	0.8543
[layer usage]
layer / part of all wire, % / routed length [um]
met1: 34 / 141800
met2: 41 / 173400
met3: 15 / 64630
met4: 9.2 / 38410
met5: 0.14 / 572
[stage by stage]
stage | util, % | power, uW | hold slack [ns]
after floorplan | - | 1102 | 0.4268
after global placement | 54.82 | 1186 | 0.4492
after detailed placement | 54.82 | 1187 | 0.4472
after CTS | 57.27 | 2187 | 0.4605
after global routing | 57.28 | 2232 | 0.4723
final | 57.30 | 2188 | 0.4615
[cell usage in the layout, fill, tap and decap left out, types with 53 or more instances in the layout]
cell | synthesis | routed
sky130_fd_sc_hd__nand2_1 | 1057 | 1052
sky130_fd_sc_hd__xor2_1 | 230 | 230
sky130_fd_sc_hd__a221o_1 | 54 | 54
sky130_fd_sc_hd__fa_1 | 322 | 322
sky130_fd_sc_hd__a21oi_1 | 822 | 797
sky130_fd_sc_hd__mux2i_1 | 79 | 68
sky130_fd_sc_hd__o21bai_1 | 60 | 60
sky130_fd_sc_hd__buf_4 | 1 | 323
sky130_fd_sc_hd__a31oi_1 | 89 | 87
sky130_fd_sc_hd__inv_1 | 864 | 862
sky130_fd_sc_hd__o221ai_1 | 159 | 159
sky130_fd_sc_hd__nand2b_1 | 79 | 79
sky130_fd_sc_hd__mux4_2 | 65 | 65
sky130_fd_sc_hd__xnor2_1 | 496 | 496
sky130_fd_sc_hd__and3_1 | 60 | 60
sky130_fd_sc_hd__o21a_1 | 53 | 53
sky130_fd_sc_hd__clkdlybuf4s50_1 | 0 | 419
sky130_fd_sc_hd__o211ai_1 | 95 | 95
sky130_fd_sc_hd__edfxtp_1 | 1063 | 1063
sky130_fd_sc_hd__a22oi_1 | 221 | 221
sky130_fd_sc_hd__nor2b_1 | 70 | 69
sky130_fd_sc_hd__o21ai_0 | 759 | 745
sky130_fd_sc_hd__clkbuf_16 | 0 | 136
sky130_fd_sc_hd__a21o_1 | 239 | 239
sky130_fd_sc_hd__a211oi_1 | 57 | 56
sky130_fd_sc_hd__ha_1 | 522 | 522
sky130_fd_sc_hd__a222oi_1 | 158 | 158
sky130_fd_sc_hd__nor2_1 | 567 | 552
sky130_fd_sc_hd__nand3_1 | 275 | 269
sky130_fd_sc_hd__nor3_1 | 135 | 132
[critical path: cells and delay by family]
family | cells | cell delay, ns
and+or+nand+nor | 2 | 0.27
buffers and inverters | 2 | 0.68
adders and majority gates | 1 | 0.39
muxes | 1 | 0.10
AOI/OAI and AO/OA | 10 | 4.07
[worst max path at each step]
stage                     from              end  slack (ns)  cells past startpoint
after CTS             nonce[4]  m[28]$_DFFE_PP_       34.76                     16
after global routing  nonce[4]  m[28]$_DFFE_PP_       34.08                     16
final                 nonce[4]  m[28]$_DFFE_PP_       34.30                     16
Power and IR drop assume default switching activity.
