==> flow/config.mk <==
export PLATFORM = sky130hd
export DESIGN_NAME = sha256_blk2
export DESIGN_NICKNAME = sha256_blk2
export VERILOG_FILES = /design/flow/design.v
export SDC_FILE = /design/flow/constraint.sdc
export NUM_CORES = 4
export LEC_CHECK = 1
export CORE_UTILIZATION = 40
export SYNTH_HDL_FRONTEND = slang
==> flow/constraint.sdc <==
current_design sha256_blk2

set clk_period 17.9
set clk_io_pct 0.2

create_clock -name clk0 -period $clk_period [get_ports {clk}]

set non_clock_inputs [all_inputs -no_clocks]
set_input_delay [expr $clk_period * $clk_io_pct] -clock clk0 $non_clock_inputs
set_output_delay [expr $clk_period * $clk_io_pct] -clock clk0 [all_outputs]
==> flow/design.v <==
module sha256_blk2(input logic clk, reset_n, start,
    input logic [15:0] message_addr, output_addr,
    output logic done, mem_clk, mem_we,
    output logic [15:0] mem_addr,
    output logic [31:0] mem_write_data,
    input logic [31:0] mem_read_data,
    input logic [31:0] nonce);
parameter init_sha256 = 256'h6a09e667bb67ae853c6ef372a54ff53a510e527f9b05688c1f83d9ab5be0cd19;
enum logic [2:0] {IDLE,PROLOG,READ_SHA256,KERNEL_SHA256,POSTPROCESSING,WRITE,PREP_KERNEL_SHA256} state;
typedef enum logic {FALSE=1'b0,TRUE=1'b1} bool_t;
bool_t padding;
reg [31:0] a,b,c,d,e,m,f1,g,h1;  
reg [0:7] [31:0] h;  
reg [0:15] [31:0] w;  
reg [7:0] t;  
reg [31:0] offset;  
reg        cur_we;
reg [15:0] cur_addr;
reg [31:0] cur_write_data;
assign mem_clk = clk;
assign mem_we = cur_we;
assign mem_addr = cur_addr + offset;
assign mem_write_data = cur_write_data;
assign done = (state == IDLE);
wire [4:0] num_words = 20;  
wire [31:0] num_bits = 32'd640;
wire [31:0] lw = 32'h80000000;
wire [31:0] n = nonce;
parameter int sha256_k1[0:15] = '{
      32'h428a2f98, 32'h71374491, 32'hb5c0fbcf, 32'he9b5dba5, 32'h3956c25b, 32'h59f111f1, 32'h923f82a4, 32'hab1c5ed5,
      32'hd807aa98, 32'h12835b01, 32'h243185be, 32'h550c7dc3, 32'h72be5d74, 32'h80deb1fe, 32'h9bdc06a7, 32'hc19bf174
};
parameter int sha256_k2[16:63] = '{
      32'he49b69c1, 32'hefbe4786, 32'h0fc19dc6, 32'h240ca1cc, 32'h2de92c6f, 32'h4a7484aa, 32'h5cb0a9dc, 32'h76f988da,
      32'h983e5152, 32'ha831c66d, 32'hb00327c8, 32'hbf597fc7, 32'hc6e00bf3, 32'hd5a79147, 32'h06ca6351, 32'h14292967,
      32'h27b70a85, 32'h2e1b2138, 32'h4d2c6dfc, 32'h53380d13, 32'h650a7354, 32'h766a0abb, 32'h81c2c92e, 32'h92722c85,
      32'ha2bfe8a1, 32'ha81a664b, 32'hc24b8b70, 32'hc76c51a3, 32'hd192e819, 32'hd6990624, 32'hf40e3585, 32'h106aa070,
      32'h19a4c116, 32'h1e376c08, 32'h2748774c, 32'h34b0bcb5, 32'h391c0cb3, 32'h4ed8aa4a, 32'h5b9cca4f, 32'h682e6ff3,
      32'h748f82ee, 32'h78a5636f, 32'h84c87814, 32'h8cc70208, 32'h90befffa, 32'ha4506ceb, 32'hbef9a3f7, 32'hc67178f2
};
function [31:0] rightrotate(input logic [31:0] in1,
                                  input logic [7:0] r);
   rightrotate = (in1 >> r) | (in1 << (32-r));
endfunction
function [31:0] wtnew();
    wtnew = w[0] + (rightrotate(w[1], 7) ^ rightrotate(w[1], 18) ^ (w[1]  >>  3)) + w[9] + (rightrotate(w[14], 17) ^ rightrotate(w[14], 19) ^ (w[14] >> 10));
endfunction
always_ff @(posedge clk, negedge reset_n)
begin
    if (!reset_n) begin
        state <= IDLE;
        cur_we <= 1'b0;
        t <= -1;
    end else case(state)
    IDLE:
        if (start) begin
            offset <= 0;
            padding <= FALSE;
            {h[0], h[1], h[2], h[3], h[4], h[5], h[6], h[7]} <= init_sha256;
            cur_addr <= message_addr;
            cur_we <= 1'b0;
            cur_write_data <= 0;  
            state <= PROLOG;
        end
    PROLOG:
    begin
        cur_we <= 1'b0;
        cur_addr <= message_addr;
        offset <= offset + 1;
        t <= t+1;
        a <= h[0];
        b <= h[1];
        c <= h[2];
        d <= h[3];
        e <= h[4];
        f1 <= h[5];
        g <= h[6];
        h1 <= h[7];
        state <= READ_SHA256;
    end
    READ_SHA256:
    begin
        c <= b;
        d <= c;
        g <= f1;
        h1 <= g;
        a <= d;
        if ((offset==1) || (offset==17)) begin
            b <= a;
            f1 <= e;
        end else begin
            b <= ((rightrotate(f1,6)) ^ (rightrotate(f1,11)) ^ (rightrotate(f1,25))) + ((f1 & g) | ((~f1) & h1)) + ((rightrotate(b,2))
                   ^ (rightrotate(b,13)) ^ (rightrotate(b,22))) + ((b & c) | (b & d) | (c & d)) + m;
            f1 <= ((rightrotate(f1,6)) ^ (rightrotate(f1,11)) ^ (rightrotate(f1,25))) + a + ((f1 & g) | ((~f1) & h1)) + m;
        end
        if (offset>=16) begin
            if (t==4'd15) begin
                w[t] <= num_bits;
                m <= sha256_k1[t] + num_bits + h1;
            end else begin  
                w[t] <= 32'd0;
                m <= sha256_k1[t] + 32'd0 + h1;
            end
        end else begin
            if (offset == num_words) begin  
                w[t] <= lw;
                m <= sha256_k1[t] + lw + h1;
                padding <= TRUE;
            end else begin  
                w[t] <= mem_read_data;
                m <= sha256_k1[t] + mem_read_data + h1;
            end
        end
        if (t==4'd15) begin
            state <= PREP_KERNEL_SHA256;
        end else begin  
            cur_we <= 1'b0;
            cur_addr <= message_addr;
            offset<=offset + 1;
            state <= READ_SHA256;
        end
    end
    PREP_KERNEL_SHA256:
    begin
        for (int n = 0; n < 15; n++) w[n] <= w[n+1];
        w[15] <= wtnew();
        state <= KERNEL_SHA256;
    end
    KERNEL_SHA256:
    begin
        if (t==7'd64) begin
            a <= ((rightrotate(f1,6)) ^ (rightrotate(f1,11)) ^ (rightrotate(f1,25))) + ((f1 & g) | ((~f1) & h1)) + ((rightrotate(b,2))
                 ^ (rightrotate(b,13)) ^ (rightrotate(b,22))) + ((b & c) | (b & d) | (c & d)) + m;
            e <= ((rightrotate(f1,6)) ^ (rightrotate(f1,11)) ^ (rightrotate(f1,25))) + a + ((f1 & g) | ((~f1) & h1)) + m;
            state <= POSTPROCESSING;
        end else begin
            c <= b;
            d <= c;
            g <= f1;
            h1 <= g;
            a <= d;
            b <= ((rightrotate(f1,6)) ^ (rightrotate(f1,11)) ^ (rightrotate(f1,25))) + ((f1 & g) | ((~f1) & h1)) + ((rightrotate(b,2))
                 ^ (rightrotate(b,13)) ^ (rightrotate(b,22))) + ((b & c) | (b & d) | (c & d)) + m;
            f1 <= ((rightrotate(f1,6)) ^ (rightrotate(f1,11)) ^ (rightrotate(f1,25))) + a + ((f1 & g) | ((~f1) & h1)) + m;
            m <=  sha256_k2[t] + h1 + w[15];
            for (int n = 0; n < 15; n++) w[n] <= w[n+1];
            w[15] <= wtnew();
            state <= KERNEL_SHA256;
            t <= t + 1;
        end
    end
    POSTPROCESSING:
    begin
        h[0] <= a + h[0];
        h[1] <= b + h[1];
        h[2] <= c + h[2];
        h[3] <= d + h[3];
        h[4] <= e + h[4];
        h[5] <= f1 + h[5];
        h[6] <= g + h[6];
        h[7] <= h1 + h[7];
        if (offset == 32) begin  
            state <= WRITE;
            cur_we <= 1'b1;
            offset <= 0;
            cur_addr <= output_addr;
            cur_write_data <= (a + h[0]);
            t <= t+1;
        end else begin
            state <=PROLOG;
            t <= -1;
        end
    end
    WRITE: begin
        if (t[2:0] == 0)  
            state <= IDLE;
        else
            cur_we <= 1'b1;
        cur_write_data <= h[t[2:0]];
        cur_addr <= output_addr;
        offset <= offset + 1;
        t <= t + 1;
        end
    endcase
    end
endmodule
==> flow/run.sh <==
#!/bin/bash
# OpenROAD 26Q1-2900-gdf79404cd8, Yosys 0.63+post, stock flow scripts
make -C /OpenROAD-flow-scripts/flow DESIGN_CONFIG=/design/flow/config.mk WORK_HOME=/design/flow/orfs finish
==> impl_metrics.ini <==
; generated from flow reports
[outcome]
status = completed

[place]
io_buffers = 117
place_area_sq_um = 94300
hpwl_um = 249000
gp_congestion = 1.02

[clock_tree]
insertion_delay_ns = 0.96
postCtsSetupBuffers = 0
ctsHoldBuffers = 0
path_clk_slew_ns = 0.05
cts_resized = 0
cts_tree = yes

[worst_setup_path]
crit_end = mem_clk
reg2reg_to = m[29]
critical_path.endpoint_type = output pin
worstReg2RegStart = t[0]
r2r_slack_ns = 9.71
worst_setup_path_start_kind = clock port
arrival_ns = 9.59
r2r.worst_path.cells = 21
critical_path_class = clk2out
crit_start = clk
critPathRequiredTime_ns = 14.32
path_max_fanout = 3

[logic_synthesis]
ys_chip_area_sq_um = 89700
syn_area_sq_um = 89700
ys.flops = 1152
synthDistinctLibCells = 90
most_common_cell = nor2_1
postSynthSeqShare = 0.385
area_leaders = edfxtp_1 38%, fa_1 7.1%, ha_1 7.1%
synth_stat.cells = 9537
synth_cells = 9537
edf_count = 1136
async_reset_ff_frac = 0.0139
flop_cell = edfxtp_1
ys_warn_count = 0
largest_area_cell = edfxtp_1
synth_top_area_share = 0.381
syn_avg_cell_area_sq_um = 9.40
yosys-top-cells-count = 1302 x nor2_1, 1136 x edfxtp_1, 1019 x nand2_1, 737 x inv_1, 562 x a21oi_1

[floorplan]
dieArea_sq_um = 226000
fp.dieH_um = 475
rows = 173
die_x_um = 475
io-pin-count = 150
coreArea_sq_um = 223000
initCoreUtil = 0.403

[layout]
utilization = 0.446
fillers = 20800
drive_above_1_share = 0.0687
post-route-cell-area_sq_um = 99200
area_growth_pct = 10.6

[sta]
setup_viol = 0
setup_tns_ns = 0
final_max_slew_viol_count = 0
maxSlewHeadroom = 0.346
clock_skew_ns = 0.0760
rsz0062_at_grt = false
finalHoldViolCount = 0
worst_pin_slew_ns = 0.977
hold_slack_ns = 0.493

[drt]
num_vias = 74600
vias_per_cell = 5.97
drt.antenna.violating_nets = 0
drc_errors = 0
first_iter_violations = 6157
drt_first_pass_iters = 8
wl_per_cell_um = 27.2
wirelength_um = 340000

[grt]
grt.overflow.total = 0
antenna_found_initial = 9
grt_pass1_vias = 74000
gr-usage-all-layers = 0.318
grt_pass1_wl_um = 494000
grt_start_max_net_pins = 137

[job]
warning_count = 113
max-cap-violations = 0

[hold_path]
hp-class = reg2reg
-- layer usage --
metal,up-vias,track usage,wire [um]
met2,3769,0.459,149000
met3,673,0.146,42500
met4,16,0.138,19100
li1,33800,-,-
met1,36400,0.422,129000
met5,-,0.00554,196
-- logic make-up after synthesis --
kind of cell,synth area share
flip-flops,0.385
XOR/XNOR,0.0651
AND/OR/NAND/NOR,0.141
multiplexers,0.0284
AND-OR/OR-AND,0.178
buffers and inverters,0.0575
adder cells (fa/ha/maj),0.145
-- sequential cells by signal (all words and copies together) (netlist names), named ones only --
register / count
b: 32
f1: 32
offset: 32
h1: 32
state: 7
mem_we: 1
e: 32
a: 32
t: 8
c: 32
m: 32
g: 32
d: 32
cur_addr: 16
h: 256
w: 480
mem_write_data: 32
-- worst max-delay path, stage by stage --
cell and delay (ns):
clkbuf_16 0.12, clkbuf_16 0.13, clkdlybuf4s50_1 0.39
-- cell usage in the layout, fill, tap and decap left out, types with 33 or more instances in the layout --
cell             instances
nor2_1                1280
edfxtp_1              1136
nand2_1               1018
inv_1                  735
a21oi_1                532
ha_1                   506
a221oi_1               463
o21ai_0                419
xnor2_1                405
fa_1                   320
xor2_1                 261
buf_4                  224
a21o_1                 217
nand3_1                193
clkbuf_16              149
clkdlybuf4s50_1        117
a31oi_1                106
nand2b_1                95
nor3_1                  89
mux2i_1                 74
o21a_1                  70
o21bai_1                66
mux4_2                  64
nor2b_1                 54
a211oi_1                51
and3_1                  48
o211ai_1                46
a221o_1                 44
nand4_1                 34
a22oi_1                 33
-- worst min-delay path by stage --
| stage | startpoint | end | slack (ns) | cells past startpoint |
|---|---|---|---|---|
| CTS | t[7] | t[7] | 0.49 | 2 |
| global route | t[7] | t[7] | 0.54 | 2 |
| finish | t[7] | t[7] | 0.49 | 2 |
-- layout make-up --
class	count	area (sq um)	area share
multi-input combinational	7018	50300	0.507
sequential	1152	34500	0.348
clock buffer	182	3870	0.0390
tap	2975	3720	0.0375
timing repair buffer	343	2900	0.0293
inverter	742	2790	0.0281
clock inverter	83	1020	0.0103
antenna	5	12.5	0.000126
-- through the flow --
| stage | std cells | setup WS, ns |
|---|---|---|
| 4_1_cts | 12500 | 4.73 |
| 3_3_place_gp | 12200 | 5.00 |
| 3_5_place_dp | 12200 | 5.00 |
| 2_1_floorplan | 9537 | 5.27 |
| 5_1_grt | 12500 | 4.72 |
| 6_report | 12500 | 4.73 |
